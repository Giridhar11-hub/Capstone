## /design/flow/run.sh

```bash
#!/bin/bash
# OpenROAD 26Q1-2900-gdf79404cd8, Yosys 0.63+post, stock flow scripts
make -C /OpenROAD-flow-scripts/flow DESIGN_CONFIG=/design/flow/config.mk WORK_HOME=/design/flow/orfs finish
```

## /design/flow/config.mk

```make
export PLATFORM = sky130hd
export DESIGN_NAME = regs
export DESIGN_NICKNAME = regs
export VERILOG_FILES = /design/flow/design.v
export SDC_FILE = /design/flow/constraint.sdc
export NUM_CORES = 4
export LEC_CHECK = 1
export CORE_UTILIZATION = 40
```

## /design/flow/constraint.sdc

```tcl
current_design regs

set clk_period 23.4
set clk_io_pct 0.2

create_clock -name clk0 -period $clk_period [get_ports {i_clk}]

set non_clock_inputs [all_inputs -no_clocks]
set_input_delay [expr $clk_period * $clk_io_pct] -clock clk0 $non_clock_inputs
set_output_delay [expr $clk_period * $clk_io_pct] -clock clk0 [all_outputs]
```

## /design/flow/design.v

```verilog
`timescale 1ns / 1ps
module regs(
input i_clk,
input wire i_rst_n,
input wire[4:0] i_rs1_addr,
input wire[4:0] i_rs2_addr,
input wire[4:0] i_rd_addr,
input wire[31:0] i_rd_data,
input wire i_write_en,
output wire[31:0] o_rs1_data,
output wire[31:0] o_rs2_data
    );
    wire is_i_rs1_addr_zero;
    wire is_i_rs2_addr_zero;
    wire is_rd_fwd_rs1;
    wire is_rd_fwd_rs2;
    reg[31:0] reg_x[31:1];
    integer i;
    initial
        begin
            for(i=1;i<32;i=i+1)
                reg_x[i]<=32'b0;  
        end
    always@(posedge i_clk)
    begin
    if(i_rst_n==0)
    begin
    for(i=1;i<32;i=i+1)
                reg_x[i]<=32'b0;  
    end
    else if(i_write_en==1'b1 &&  i_rd_addr != 5'b00000)
    begin
            reg_x[i_rd_addr]<=i_rd_data;
            $display("writing to reg address %b the value %b",i_rd_addr,reg_x[i_rd_addr]);
    end        
    end
    assign is_i_rs1_addr_zero= i_rs1_addr==5'b00000;
    assign is_i_rs2_addr_zero= i_rs2_addr==5'b00000;
    assign o_rs1_data = is_i_rs1_addr_zero==1 ? 32'b0 :  reg_x[i_rs1_addr];
    assign o_rs2_data = is_i_rs2_addr_zero==1 ? 32'b0 : reg_x[i_rs2_addr];
endmodule
```

==> reports/metrics.sh <==
DRT_WL_TOTAL_UM=177400
ROUTED_WIRE_LENGTH_PER_INSTANCE_UM=32.83
YS_CELLS=3507
VIA_COUNT_OF_THE_FIRST_GLOBAL_ROUTING_PASS=34940
CLKTRANSATPATHREGS_NS=0.06
DR_PASS1_ITERATIONS=5
TIMING.FINAL.HOLD_VIOLATIONS=0
PERIOD_USED_SHARE=0.5980
HPWL_UM=105400
NUM_ROWS=134
WORSTHOLDSTART='i_rst_n'
DRV_SLEW=0
FMAX_GHz=0.07146
FINAL_CELL_AREA_UM2=61200
DRT_DRC_VIOLATIONS_LEFT=0
WORST_PATH_LARGEST_CELL_DELAY_NS=1.02
USE_MET2=0.4058
GRTUSAGEMET1=0.3439
WORST_EP_REQUIRED_TIME_NS=18.72
FINAL.SETUP.TNS_NS=0
PLACEMENT.CELL_AREA_UM2=57660
CPLARGESTDELAYFAMILY='buffers and inverters'
RELSLEWSLACK=0.09154
DESIGN.PORTCOUNT=114
CRIT_PATH_CELL_TRACE='buf_8 > buf_4 > buf_12 > buf_4 > mux4_2 > mux2i_1 > o211a_1 > nor4_1 > buf_4 > clkdlybuf4s50_1'
FP.DIEW_UM=370.2
POSTSYNTH.TOPFLOPCELL='sky130_fd_sc_hd__edfxtp_1'
CTS_REPAIR_RESIZE_COUNT=0
CP.ARRIVAL_NS=9.31
GP_CONGESTION=0.9109
SINKS_ON_CLOCK_NET=1024
END_POINT_OF_THE_MOST_CRITICAL_HOLD_PATH='reg_x[11][6]'
GLOBALROUTE.BUSIESTLAYER='met2'
CTS_ROOT_BUFFER='sky130_fd_sc_hd__clkbuf_16'
DRT_ITER0_MARKERS=2018
CHIP_AREA_UM2=137000
TOTALPOWERFINAL_W=0.004441
HOLD_PATH_CLASS='input port to flip-flop'
CP.BUFFERS_INVERTERS=6
SYNTHESIS.INSTANCES=3507
CLK_PATH_BUF_DEPTH=3
TRITONCTS='yes'
SYNTHDOMINANTAREACELLTYPE='sky130_fd_sc_hd__edfxtp_1'
SETUP_SLACK_NS=9.406
STARTPOINT='i_rs2_addr[0]'
GRT_ANTENNA_BEFORE_REPAIR=2
FLOORPLAN.INITIALDENSITY=0.4047
SETUP_VIOL=0
SYNTH.CELL_AREA_UM2=54220
POST_CTS_REPAIR_SETUP_BUFFERS=0
OUTCOME='complete, no violations'
LEAK_nW=20.68
FIN_CRIT_NS=13.99
CRITICAL-PATH-TOP-CELL-BY-COUNT='sky130_fd_sc_hd__buf_4'
CTS_HOLD_BUF=0
LAYOUT.FILLER_CELLS=11340
GRT_START_MAX_NET_PINS=93
PLACEMENT.SETUP.WORST_SLACK_NS=9.415
STAGE_LOG_WARNINGS=26
SYNTH_CELL_TYPES=41
CRITICALPATHCATEGORY='input port to output pin'
SYNTHDOMINANTCELLAREASHARE=0.5671
AREAGROWTHSYNTHTOFINISH_PCT=12.87
YOSYS_CHIP_AREA_UM2=54220
SYN_AVG_CELL_AREA_UM2=15.46
PLACEMENT.IO_BUFFERS=113
DRIVE_ABOVE_1_SHARE=0.2484
NUMBER_OF_SYNTHESIZED_FLOPS_WITH_AN_ENABLE_PIN=1024
DIE_HEIGHT_UM=370.2
REG_TOP3='reg_x (1024)'
YS_WARN_COUNT=1
CORE_AREA_UM2=134000
YOSYS-TOP-CELLS-AREA='sky130_fd_sc_hd__edfxtp_1 (57%), sky130_fd_sc_hd__mux4_2 (20%), sky130_fd_sc_hd__and2_1 (11%)'
MAXIMUM_FANOUT_ALONG_THE_WORST_PATH=68
TOP_REGISTER_BY_NUMBER_OF_FLIP_FLOPS='reg_x'
POSTSYNTH.ASYNCRESETSHARE=0
RSZ0062_AT_GRT='no'
POSTROUTEANTENNANETS=0
SYNTH_FLOPS=1024
H-TREE-DEPTH=3
POSTSYNTHSEQSHARE=0.5671
GRT.OVERFLOW.TOTAL=0
MAXCAPVIOLCOUNT=0
MAX_FFS_PER_REGISTER=1024
AVGVIACOUNTPERCELL=5.982
WORSTSETUPENDPOINTTYPE='output pin'
TIGHTEST_SLEW_NS=1.350
VDD.IR_DROP.WORST_mV=0.05972
DR_TOTAL_VIAS=32330
GRT_FIRST_PASS_WIRELENGTH_UM=252300
CTS_BUFFERS=110
MIN_DELAY_PATH_DEPTH=2
CELLPOWERDENSITY_nW_PER_UM2=72.56
GRTUSAGETOTAL=0.2853
CP-START-KIND='input port'
WORST_PATH_MAX_DELAY_CELL='sky130_fd_sc_hd__nor4_1'
GROUTE.LAYER.MET3.USAGE=0.2057
## cell usage in the layout (no fill, tap or decap), types with 30 or more instances in the layout
cell                                 n
sky130_fd_sc_hd__nor3_1             54
sky130_fd_sc_hd__buf_4             162
sky130_fd_sc_hd__conb_1             32
sky130_fd_sc_hd__a22o_1             51
sky130_fd_sc_hd__edfxtp_1         1024
sky130_fd_sc_hd__mux4_2            470
sky130_fd_sc_hd__clkbuf_16         112
sky130_fd_sc_hd__clkdlybuf4s50_1   103
sky130_fd_sc_hd__a211oi_1           34
sky130_fd_sc_hd__o22ai_1            79
sky130_fd_sc_hd__and2_1            995
sky130_fd_sc_hd__clkbuf_1           30
sky130_fd_sc_hd__o21ai_4            31
sky130_fd_sc_hd__mux2_2             30
sky130_fd_sc_hd__mux2i_1           154
## synthesized netlist by cell type, types with 34 or more instances
library cell and instances:
sky130_fd_sc_hd__a211oi_1 34, sky130_fd_sc_hd__a22o_1 51, sky130_fd_sc_hd__and2_1 996, sky130_fd_sc_hd__buf_2 47, sky130_fd_sc_hd__buf_4 39, sky130_fd_sc_hd__clkbuf_1 273
sky130_fd_sc_hd__edfxtp_1 1024, sky130_fd_sc_hd__mux2i_1 154, sky130_fd_sc_hd__mux4_2 470, sky130_fd_sc_hd__nor2_1 35, sky130_fd_sc_hd__nor3_1 54, sky130_fd_sc_hd__o22ai_1 79
## report_power, final
part / switching [W] / internal (W) / total, W
registers: 0.0000506 / 0.00212 / 0.00217
logic: 0.000300 / 0.000238 / 0.000538
clock network: 0.000735 / 0.000997 / 0.00173
total: 0.00109 / 0.00336 / 0.00444
## kinds of logic (layout without fill, tap and decap cells)
| logic type | count (synthesis) | count (layout) | share of synthesized area |
|---|---|---|---|
| buffers and inverters | 389 | 482 | 0.03335 |
| AND-OR/OR-AND | 291 | 291 | 0.03981 |
| flip-flops | 1024 | 1024 | 0.5671 |
| multiplexers | 654 | 654 | 0.2299 |
| AND/OR/NAND/NOR | 1148 | 1148 | 0.1297 |
| other | 1 | 37 | 0.00006916 |
## final cells by class
class,count,area [µm²],share of cell area
antenna,5,12.51,0.0002044
clock buffer,142,2915,0.04764
clock inverter,65,610.6,0.009977
inverter,1,3.754,0.00006133
multi-input combinational,2125,22330,0.3649
sequential,1024,30750,0.5025
tap,1768,2212,0.03615
timing repair buffer,274,2365,0.03864
## routing by layer
layer / vias to the layer above / wire [µm]
met5: - / 299
met4: 10 / 7988
met3: 388 / 30060
met2: 2323 / 81000
met1: 15940 / 58090
li1: 13670 / -
## worst max-delay path by stage
stage / end / cells past startpoint
finish: o_rs2_data[21] / 10
global route: o_rs2_data[21] / 10
CTS: o_rs2_data[11] / 10
## metrics by stage
step | util | hold slack (ns) | instances
after detailed placement | 0.4304 | 5.328 | 5192
after global routing | 0.4567 | 4.580 | 5399
after floorplan | - | 4.779 | 3538
final | 0.4568 | 4.601 | 5404
after global placement | 0.4304 | 5.323 | 5192
after CTS | 0.4567 | 4.556 | 5399
