==> flow/run.sh <==
#!/bin/bash
# OpenROAD 26Q1-2900-gdf79404cd8, Yosys 0.63+post, stock flow scripts
make -C /OpenROAD-flow-scripts/flow DESIGN_CONFIG=/design/flow/config.mk WORK_HOME=/design/flow/orfs finish
==> flow/config.mk <==
export PLATFORM = sky130hd
export DESIGN_NAME = alu
export DESIGN_NICKNAME = alu
export VERILOG_FILES = /design/flow/design.v
export SDC_FILE = /design/flow/constraint.sdc
export NUM_CORES = 4
export LEC_CHECK = 1
export CORE_UTILIZATION = 40
==> flow/constraint.sdc <==
current_design alu

set clk_period 15.8
set clk_io_pct 0.2

create_clock -name clk0 -period $clk_period

set non_clock_inputs [all_inputs -no_clocks]
set_input_delay [expr $clk_period * $clk_io_pct] -clock clk0 $non_clock_inputs
set_output_delay [expr $clk_period * $clk_io_pct] -clock clk0 [all_outputs]
==> flow/design.v <==
`timescale 1ns/1ps
module full_adder 
  (
   i_bit1,
   i_bit2,
   i_carry,
   o_sum,
   o_carry
   );
  input  i_bit1;
  input  i_bit2;
  input  i_carry;
  output o_sum;
  output o_carry;
  wire   w_WIRE_1;
  wire   w_WIRE_2;
  wire   w_WIRE_3;
  assign w_WIRE_1 = i_bit1 ^ i_bit2;
  assign w_WIRE_2 = w_WIRE_1 & i_carry;
  assign w_WIRE_3 = i_bit1 & i_bit2;
  assign o_sum   = w_WIRE_1 ^ i_carry;
  assign o_carry = w_WIRE_2 | w_WIRE_3;
endmodule
module carry_lookahead_adder
  #(parameter WIDTH=32)
  (
   input [WIDTH-1:0] i_add1,
   input [WIDTH-1:0] i_add2,
   output [WIDTH:0]  o_result
   );
  wire [WIDTH:0]     w_C;
  wire [WIDTH-1:0]   w_G, w_P, w_SUM;
  genvar             ii;
  generate
    for (ii=0; ii<WIDTH; ii=ii+1) 
      begin
        full_adder full_adder_inst
            ( 
              .i_bit1(i_add1[ii]),
              .i_bit2(i_add2[ii]),
              .i_carry(w_C[ii]),
              .o_sum(w_SUM[ii]),
              .o_carry()
              );
      end
  endgenerate
  genvar             jj;
  generate
    for (jj=0; jj<WIDTH; jj=jj+1) 
      begin
        assign w_G[jj]   = i_add1[jj] & i_add2[jj];
        assign w_P[jj]   = i_add1[jj] | i_add2[jj];
        assign w_C[jj+1] = w_G[jj] | (w_P[jj] & w_C[jj]);
      end
  endgenerate
  assign w_C[0] = 1'b0;  
  assign o_result = {w_C[WIDTH], w_SUM};    
endmodule  
`timescale 1ns/1ps
module alu (
    input wire[4:0] i_alu_operator,
    input  wire[31:0] i_alu_operand_1,
    input  wire[31:0] i_alu_operand_2,
    output wire[31:0] o_alu_output,
    output wire o_alu_br_cond
);
wire [32:0] r_adder_out;
wire [32:0] r_substract_out;
wire [31:0] i_alu_operand_2_comp;
carry_lookahead_adder uut1
                (
                .i_add1(i_alu_operand_1),
                .i_add2(i_alu_operand_2),
                .o_result(r_adder_out)
                );
assign i_alu_operand_2_comp=((~i_alu_operand_2)+1);
carry_lookahead_adder  uut2
                (
                .i_add1(i_alu_operand_1),
                .i_add2(i_alu_operand_2_comp),
                .o_result(r_substract_out)
                );
wire[31:0] lsl_val;
wire[31:0] lru_val;
wire[31:0] lra_val;
wire[31:0] add_val;
wire[31:0] sub_val;
wire[31:0] and_val;
wire[31:0] or_val;
wire[31:0] xor_val;
wire[31:0] sltu_val;
wire[31:0] slt_val;
assign lsl_val = i_alu_operand_1 << i_alu_operand_2[4:0];
assign lru_val = i_alu_operand_1 >> i_alu_operand_2[4:0];
assign lra_val = $signed(i_alu_operand_1) >>> $signed(i_alu_operand_2[4:0]);
assign add_val = r_adder_out[31:0];
assign sub_val = r_substract_out[31:0];
assign and_val = i_alu_operand_1 & i_alu_operand_2;
assign or_val = i_alu_operand_1 | i_alu_operand_2;
assign xor_val = i_alu_operand_1 ^ i_alu_operand_2;
assign sltu_val = i_alu_operand_1 < i_alu_operand_2;
assign slt_val = $signed(i_alu_operand_1) < $signed(i_alu_operand_2);
assign o_alu_output = i_alu_operator == 5'b00000 ? i_alu_operand_1 :
                      i_alu_operator == 5'b00001             ? lsl_val         :
                      i_alu_operator == 5'b00010      ? lru_val         :
                      i_alu_operator == 5'b00011        ? lra_val         :
                      i_alu_operator == 5'b00100             ? add_val         :
                      i_alu_operator == 5'b00101             ? sub_val         :
                      i_alu_operator == 5'b00110             ? and_val         :
                      i_alu_operator == 5'b00111              ? or_val          :
                      i_alu_operator == 5'b01000             ? xor_val         :
                      i_alu_operator == 5'b01001      ? sltu_val         :
                      i_alu_operator == 5'b01010        ? slt_val        :
                      i_alu_operator == 5'b01011 ? i_alu_operand_2 :
                      32'b0;
assign o_alu_br_cond = i_alu_operator == 5'b01100 && sub_val==32'b0   ?  1'b1 :
                       i_alu_operator == 5'b01101 && sub_val!=32'b0   ?  1'b1 :
                       i_alu_operator == 5'b01110 && slt_val==32'b1  ?  1'b1 :
                       i_alu_operator == 5'b01111 && sltu_val==32'b1 ?  1'b1 :
                       i_alu_operator == 5'b10000 && slt_val==32'b0  ?  1'b1 :
                       i_alu_operator == 5'b10001 && sltu_val==32'b0 ?  1'b1 :
                       1'b0;
endmodule
==> run summary <==
The flow completed. Actual slew at the worst max-slew pin landed at 0.889 ns. The routed design ends up with an antenna cell count of 0. Number of distinct library cells after synthesis landed at 72. Once layout is complete, the cells apart from fillers number 1,462. Layout cell share with drive strength beyond 1 landed at 20.4%.

Per the layout area report, the register area comes to 0 um^2. At the end of routability-driven placement, the weighted congestion stood at 1.05. First-pass detailed-route iteration total landed at 5. For this block, the via count after detailed routing is 9,331. Per the synthesis report, the simple-gate share of the synthesized area is 18.3%. Area fraction in compound gates landed at 24.3%. Final number of hold-violating endpoints landed at 0. Per the STA report, the cell with the highest stage delay on the worst path is sky130_fd_sc_hd__or4_4. The mapped netlist covers 8530 um^2.

Per the placement report, the placed cell count is 1,461. In this run the tightest slew margin relative to its limit is 40.7%. Final total negative setup slack landed at -12.20 ns. In the post-route report, total wirelength is listed as 35,900 um. The first global-routing pass estimated 55,100 um of wire. According to the cell report, flip-flops and latches in the layout number 0. The worst setup path is of the in -> out kind. Final max-slew violation count landed at 0. The Yosys step of the flow raised 0 warnings.

Number of OpenROAD warnings landed at 100. Share of synthesized area occupied by flip-flops and latches landed at 0%. The core region is 21,000 um^2. Setup violation total in the final timing report landed at 9. The worst setup path is captured at an output pin.

The type recorded for the worst min-delay path is in -> out. Instance count on the critical path landed at 39. sky130_fd_sc_hd__ha_1 takes more of the synthesized area than any other cell.

Broken down by cell family, the worst path's largest delay share belongs to adder cells. The number of global-route vias before repair came to 8,978. I/O pin total landed at 102. Synthesis-to-finish area growth landed at 22.4%. Once routing completed, OpenROAD measured the worst setup slack at -2.51 ns. The checks that failed: setup timing. Final critical path time including I/O delays and setup landed at 18.31 ns. The area fraction of the largest cell type after synthesis is 14.4%. Input and output buffers added on the ports amount to 102. After detailed routing, the number of vias per cell comes to 6.38. Critical-path maximum fanout landed at 2. The number of antenna violations at the first check in global routing was 1.

By area, the combinational part of the netlist is dominated by adder cells. Maximum achievable frequency landed at 54.6 MHz. For reference, the critical path is launched at i_alu_operand_2[4]. Total global-route track usage over all layers is 34.5%.

For reference, the critical path is captured by o_alu_br_cond. The floorplan step records an initial core utilization of 40.7%. According to the dpl log, the detail-placed design has an HPWL of 28,400 um. Chip area from the yosys synthesis statistics landed at 8530 um^2.

Area of the die landed at 21,900 um^2. Clock tree buffer count of the final layout landed at 0. The synthesis report lists the most area-consuming cells as sky130_fd_sc_hd__ha_1 (14%), sky130_fd_sc_hd__fa_1 (14%), sky130_fd_sc_hd__mux4_2 (12%). For this run the aggregate overflow at the end of global routing stands at 0. Nets still carrying antenna violations after routing amount to 0. The run finished, with violations left. Per-cell routed wire length landed at 24.6 um. For this design, the CTS-stage hold fixing added 0 buffers. Mean cell area of the mapped netlist landed at 7.89 um^2. Setup repair after global routing could not meet its margin everywhere.

Combined buffer and inverter count along the critical path landed at 4. Timing analysis after detailed placement gives a worst setup slack of -2.78 ns. In the post-synthesis netlist, the cell with the most instances is sky130_fd_sc_hd__nor2_1. Number of max-capacitance violations reported landed at 0. Looking at the VDD voltage map, the peak drop is 0.0155 mV. The vertical die dimension reported for this design is 148 um. STA puts the critical path data required time at 12.64 ns. The filler cells instantiated in the layout total 2,045. Xor-xnor portion of the synthesized cell area landed at 3.18%. In this run, the number of DRC markers left after iteration 0 of detailed routing was 853. STA classifies the critical path startpoint as a primary input. Multiplexer cells account for 18.5% of the synthesized area. Per the summary, power density relative to cell area is 30.3 nW/um^2. Critical path's largest stage delay landed at 0.56 ns. The script extracted a total leakage power of 4.20 nW.

The synthesized netlist devotes 28.5% of its cell area to adder and majority cells. Cell count in the Yosys report landed at 1,081. Entering global routing, the biggest net connects 64 pins. Sorting the synthesized cells by how often they occur yields sky130_fd_sc_hd__nor2_1 (130), sky130_fd_sc_hd__ha_1 (98), sky130_fd_sc_hd__nand2_1 (84). The initialized floorplan defines 53 standard-cell rows. Minimum hold slack landed at 7.17 ns. Number of instances in the synthesized netlist landed at 1,081. Worst path arrival time landed at 15.15 ns. Counting stages on the worst path, the most repeated cell is sky130_fd_sc_hd__fa_2. Per the detail_route report, DRC violations left total 0. Horizontal die dimension landed at 148 um.

Of the available clock period, the critical path in the final layout requires 116%.
## tightest hold or removal path: stages
cell	delay, ns
sky130_fd_sc_hd__buf_2	0.12
sky130_fd_sc_hd__buf_4	0.15
sky130_fd_sc_hd__nand2_1	0.05
sky130_fd_sc_hd__o2111ai_1	0.11
sky130_fd_sc_hd__clkdlybuf4s50_1	0.41
## where the power goes
group | switching, mW | total, mW | leakage (nW) | internal [mW]
Combinational | 0.177 | 0.317 | 4.20 | 0.140
Sequential | 0 | 0 | 0 | 0
Clock | 0 | 0 | 0 | 0
## per-layer routing
| metal | up-vias | GRT usage (%) | share of wire, % |
|---|---|---|---|
| li1 | 4252 | - | - |
| met1 | 4495 | 51.8 | 43 |
| met2 | 519 | 51.4 | 44 |
| met3 | 63 | 8.63 | 11 |
| met4 | 2 | 6.75 | 2.5 |
| met5 | - | 0 | 0.033 |
## logic make-up (layout without fill, tap and decap cells)
family                     after synthesis  after routing
AOI/OAI and AO/OA                      304            304
xor gates and xnor gates                31             31
adders and majority gates              158            158
buffers and inverters                  156            262
muxes                                  100            100
and+or+nand+nor                        332            332
## cell type report
| type | count | area, um^2 | area share [%] |
|---|---|---|---|
| multi-input combinational | 925 | 8210 | 78.7 |
| timing repair buffer | 184 | 1590 | 15.2 |
| tap | 275 | 344 | 3.30 |
| inverter | 78 | 293 | 2.80 |
## repair_timing
item                                    CTS  global route
endpoints found under the setup margin   11            11
endpoints found under the hold margin     0             0
buffers inserted                          1             0
pin swaps                                18            14
gates resized                            48            15
## placed cells by master, fill, tap and decap left out, types with 6 or more instances in the layout
cell type / Yosys / routed
sky130_fd_sc_hd__nor2_1: 130 / 125
sky130_fd_sc_hd__ha_1: 98 / 96
sky130_fd_sc_hd__clkdlybuf4s50_1: 0 / 86
sky130_fd_sc_hd__nand2_1: 84 / 83
sky130_fd_sc_hd__buf_4: 0 / 80
sky130_fd_sc_hd__inv_1: 77 / 75
sky130_fd_sc_hd__o21ai_0: 72 / 70
sky130_fd_sc_hd__a21oi_1: 55 / 53
sky130_fd_sc_hd__fa_2: 0 / 53
sky130_fd_sc_hd__mux2i_1: 51 / 51
sky130_fd_sc_hd__mux4_2: 46 / 46
sky130_fd_sc_hd__xnor2_1: 31 / 30
sky130_fd_sc_hd__a221oi_1: 33 / 30
sky130_fd_sc_hd__nor3_1: 29 / 25
sky130_fd_sc_hd__nand3_1: 18 / 18
sky130_fd_sc_hd__o211ai_1: 17 / 17
sky130_fd_sc_hd__o22ai_1: 17 / 16
sky130_fd_sc_hd__a22oi_1: 16 / 15
sky130_fd_sc_hd__buf_2: 11 / 12
sky130_fd_sc_hd__a211oi_1: 12 / 11
sky130_fd_sc_hd__nor4_1: 11 / 10
sky130_fd_sc_hd__or3_1: 9 / 9
sky130_fd_sc_hd__o2111ai_1: 10 / 9
sky130_fd_sc_hd__nand4_1: 8 / 8
sky130_fd_sc_hd__o31ai_1: 7 / 7
sky130_fd_sc_hd__or2_2: 7 / 7
sky130_fd_sc_hd__a221o_1: 7 / 7
sky130_fd_sc_hd__fa_1: 60 / 7
sky130_fd_sc_hd__nand2b_1: 6 / 6
sky130_fd_sc_hd__nor2b_1: 6 / 6
sky130_fd_sc_hd__a211o_1: 6 / 6
sky130_fd_sc_hd__a32oi_1: 6 / 6
## how the worst min path moves through the flow
stage	from	endpoint	slack, ns	cells past startpoint
finish	i_alu_operand_1[0]	o_alu_output[0]	7.17	5
global route	i_alu_operand_1[0]	o_alu_output[0]	7.26	5
CTS	i_alu_operand_1[0]	o_alu_output[0]	7.18	5
## through the flow
stage          utilization (%)  cell area, um^2  power [mW]
2_1_floorplan                -             8730       0.176
3_3_place_gp              49.4            10300       0.308
3_5_place_dp              49.4            10300       0.308
4_1_cts                   49.5            10400       0.309
5_1_grt                   49.8            10400       0.345
6_report                  49.8            10400       0.317
Power figures rest on the tool's default switching activity, not on a simulated workload.
